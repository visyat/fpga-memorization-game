**design.v**
```verilog
`timescale 1ns / 1ps
module clockdiv (
    clk,
    rst,
    fastClk,
    blinkClk
);
    input clk;
    input rst; 
    output reg fastClk;
    output reg blinkClk;
    reg [31:0] fastCounter;
    reg [31:0] blinkCounter;
    always @(posedge clk) begin
        if (rst) begin
            fastCounter <= 0;
            fastClk <= 0;
        end
        else if (fastCounter == 200000) begin  
            fastCounter <= 0;
            fastClk <= ~fastClk;
        end 
        else begin
            fastCounter <= fastCounter + 1;
        end
        if (rst) begin
            blinkCounter <= 0;
            blinkClk <= 0;
        end
        else if (blinkCounter == 25000000) begin
            blinkCounter <= 0;
            blinkClk <= ~blinkClk;
        end 
        else begin
            blinkCounter <= blinkCounter + 1;
        end
    end
endmodule
module display(
    displayPhase,
    correct, 
    randInt,
    userInput,
    inputReady,
    rst, 
    fastClk,
    blinkClk,
    anodeActivate,
    LED_out
);
    input displayPhase;
    input correct;
    input [15:0] randInt;
    input wire [15:0] userInput;
    input inputReady;
    input rst;
    input fastClk;
    input blinkClk;
    output reg [3:0] anodeActivate;
    output reg [6:0] LED_out;
    reg blinkState;
    reg [3:0] LED_BCD;
    wire [1:0] digitSelect;
    reg [1:0] digitCounter;
    always @(posedge fastClk or posedge rst) begin
        if (rst)
            digitCounter <= 2'b00;
        else
            digitCounter <= digitCounter + 1;
    end
    assign digitSelect = digitCounter;
    always @(posedge blinkClk or posedge rst) begin
        if(rst) begin
            blinkState <= 0; 
        end else if (displayPhase) begin
            blinkState <= ~blinkState;
        end else begin
            blinkState <= 0;
        end
    end
    always @(*) begin
        if (blinkState) begin
            anodeActivate = 4'b1111;
        end else if (displayPhase) begin
            case (digitSelect)
                2'b00: begin
                    anodeActivate = 4'b0111;
                    LED_BCD = randInt[15:12];
                end
                2'b01: begin
                    anodeActivate = 4'b1011;
                    LED_BCD = randInt[11:8];
                end
                2'b10: begin
                    anodeActivate = 4'b1101;
                    LED_BCD = randInt[7:4];
                end
                2'b11: begin
                    anodeActivate = 4'b1110;
                    LED_BCD = randInt[3:0];
                end
            endcase
        end else if (~displayPhase && ~inputReady) begin
            case (digitSelect)
                2'b00: begin
                    anodeActivate = 4'b0111;
                    LED_BCD = userInput[15:12];
                end
                2'b01: begin
                    anodeActivate = 4'b1011;
                    LED_BCD = userInput[11:8];
                end
                2'b10: begin
                    anodeActivate = 4'b1101;
                    LED_BCD = userInput[7:4];
                end
                2'b11: begin
                    anodeActivate = 4'b1110;
                    LED_BCD = userInput[3:0];
                end
            endcase
        end else begin
            if (correct) begin  
                case (digitSelect)
                2'b00: begin
                    anodeActivate = 4'b0111;
                    LED_BCD = 4'b1010;
                end
                2'b01: begin
                    anodeActivate = 4'b1011;
                    LED_BCD = 4'b1011;
                end
                2'b10: begin
                    anodeActivate = 4'b1101;
                    LED_BCD = 4'b1100;
                end
                2'b11: begin
                    anodeActivate = 4'b1111;
                    LED_BCD = 4'b0000;
                end
            endcase
            end else begin  
                case (digitSelect)
                2'b00: begin
                    anodeActivate = 4'b0111;
                    LED_BCD = 4'b1101;
                end
                2'b01: begin
                    anodeActivate = 4'b1011;
                    LED_BCD = 4'b1110;
                end
                2'b10: begin
                    anodeActivate = 4'b1111;
                    LED_BCD = 4'b0000;
                end
                2'b11: begin
                    anodeActivate = 4'b1111;
                    LED_BCD = 4'b0000;
                end
            endcase
            end
        end
    end
    always @(*) begin
        case(LED_BCD)
            4'b0000: LED_out = 7'b1000000;  
            4'b0001: LED_out = 7'b1111001;  
            4'b0010: LED_out = 7'b0100100;  
            4'b0011: LED_out = 7'b0110000;  
            4'b0100: LED_out = 7'b0011001;  
            4'b0101: LED_out = 7'b0010010;  
            4'b0110: LED_out = 7'b0000010;  
            4'b0111: LED_out = 7'b1111000;  
            4'b1000: LED_out = 7'b0000000;  
            4'b1001: LED_out = 7'b0010000;  
            4'b1010: LED_out = 7'b0010001;  
            4'b1011: LED_out = 7'b0000110;  
            4'b1100: LED_out = 7'b0010010;  
            4'b1101: LED_out = 7'b1001000;  
            4'b1110: LED_out = 7'b1000000;  
            4'b1111: LED_out = 7'b1111111;  
            default: LED_out = 7'b1111111;
        endcase
    end
endmodule
`timescale 1ns / 1ps
module game (
    clk,
    rst,
    btnR,
    btnS,
    J1,
    J2,
    J3,
    J4,
    J7,
    J8,
    J9,
    J10,
    an,
    seg
);
    input J7;
    input J8;
    input J9;
    input J10;
    output J1;
    output J2;
    output J3;
    output J4;
    input clk;
    input rst;
    input btnR;
    input btnS;
    output reg [3:0] an;
    output reg [6:0] seg;
    wire [3:0] anWire;
    wire [6:0] segWire;
    wire fastClk;
    wire blinkClk;
    wire readClk;
    wire [15:0] randInt;
    wire [15:0] userInt;
    wire ready;
    wire correct;
    wire rst_db;
    wire displayPhase;
    rst_debouncer rst_db_mod (
        .rst(btnR), 
        .clk(clk),
        .rst_db(rst_db)
    );
    phaseChange phase_mod (
        .rst(rst_db),
        .clk(clk),
        .displayPhase(displayPhase)
    );
    clockdiv clockdiv_mod (
        .clk(clk),
        .rst(rst_db),
        .fastClk(fastClk),
        .blinkClk(blinkClk)
    );
    randnum randnum_mod(
        .clk(clk),
        .rst(rst_db),
        .randInt(randInt)
    );
    keyboard_decoder keyboard_decoder(
        .clk(fastClk),
        .J7(J7),
        .J8(J8),
        .J9(J9),
        .J10(J10),
        .rst(rst_db),
        .J1(J1),
        .J2(J2),
        .J3(J3),
        .J4(J4),
        .value(userInt),
        .valueReady(ready)
    );
    checkInput check_mod(
        .userInt(userInt),
        .randInt(randInt),
        .correct(correct)
    );
    display display_mod(
        .displayPhase(displayPhase),
        .correct(correct), 
        .randInt(randInt),
        .userInput(userInt),
        .inputReady(ready),
        .rst(btnR), 
        .fastClk(fastClk),
        .blinkClk(blinkClk),
        .anodeActivate(anWire),
        .LED_out(segWire)
    );
    always @(*) begin
        an = anWire;
        seg = segWire;
    end
endmodule
module keyboard_decoder (
    input clk,           
    input J7,
    input J8,
    input J9,
    input J10,
    input rst,
    output J1,
    output J2,
    output J3,
    output J4,
    output reg [15:0] value,    
    output reg valueReady
);
    wire pressed;
    wire [3:0] number;
    reg [31:0] collect_input_timer;
    reg [3:0] curr_val;
    reg [1:0] count;
    reg tempValueReady;
    initial begin
        value <= 16'hFFFF;
        valueReady <= 0;
        collect_input_timer <= 0;
        curr_val <= 15;
        count <= 0;
        tempValueReady <= 0;
    end
    pmodkpd pmodkpd(
        .J7(J7),
        .J8(J8),
        .J9(J9),
        .J10(J10),
        .slow_clk(clk),
        .J1(J1),
        .J2(J2),
        .J3(J3),
        .J4(J4),
        .outnum(number),
        .pressed(pressed)
    );
    always @ (posedge clk or posedge rst) begin
        if(rst) begin
            value <= 16'hFFFF;
            valueReady <= 0;
            collect_input_timer <= 0;
            tempValueReady <= 0;
            curr_val <= 15;
            count <= 0;
        end
        else begin
            if (tempValueReady == 1) begin
                collect_input_timer <= collect_input_timer + 1;
                if (collect_input_timer >= 30) begin
                    valueReady <= 1;
                end
            end
            else if (pressed && number <= 9 && number >= 0 && tempValueReady != 1) begin
                curr_val <= number;
                collect_input_timer <= 0;
            end
            else if (collect_input_timer >= 110 && curr_val != 4'b1111 && tempValueReady != 1) begin
                 value <= {value[11:0], curr_val};
                  if (count == 3) begin
                    tempValueReady <= 1;
                  end
                  count <= count + 1;
                  curr_val <= 4'b1111;
                  collect_input_timer <= 0;
            end
            else if (collect_input_timer >= 111) begin
                collect_input_timer <= 0;
            end else begin
                collect_input_timer <= collect_input_timer + 1;
            end
        end
    end
endmodule
module pmodkpd(
   J7, J8, J9, J10,
      slow_clk,
      J1, J2, J3, J4,
         outnum, pressed
      );
      output reg J1 = 0;
      output reg J2 = 1;
      output reg J3 = 1;
      output reg J4 = 1;
      input J7;
      input J8;
      input J9;
      input J10;
      input slow_clk;
      reg [1:0] colcycle = 0;
      output reg [3:0] outnum;
      output reg pressed;
      always @ (posedge slow_clk) begin
         case(colcycle)
            2'b00: begin J1 <= 1'b0; J2 <= 1'b1; J3 <= 1'b1; J4 <= 1'b1; end
            2'b01: begin J1 <= 1'b1; J2 <= 1'b0; J3 <= 1'b1; J4 <= 1'b1; end
            2'b10: begin J1 <= 1'b1; J2 <= 1'b1; J3 <= 1'b0; J4 <= 1'b1; end
            2'b11: begin J1 <= 1'b1; J2 <= 1'b1; J3 <= 1'b1; J4 <= 1'b0; end
         endcase
         colcycle <= colcycle + 1;
      end
      always @ (negedge slow_clk) begin
         if(J7 && J8 && J9 && J10) begin
            pressed <= 0;
         end else begin
            pressed <= 1;
            case({J1,J2,J3,J4,J7,J8,J9,J10})
               8'b11101110: begin outnum <= 4'h1; end  
               8'b11011110: begin outnum <= 4'h2; end  
               8'b10111110: begin outnum <= 4'h3; end  
               8'b01111110: begin outnum <= 4'hA; end  
               8'b11101101: begin outnum <= 4'h4; end  
               8'b11011101: begin outnum <= 4'h5; end  
               8'b10111101: begin outnum <= 4'h6; end  
               8'b01111101: begin outnum <= 4'hB; end  
               8'b11101011: begin outnum <= 4'h7; end  
               8'b11011011: begin outnum <= 4'h8; end  
               8'b10111011: begin outnum <= 4'h9; end  
               8'b01111011: begin outnum <= 4'hC; end  
               8'b11100111: begin outnum <= 4'h0; end  
               8'b11010111: begin outnum <= 4'hF; end  
               8'b10110111: begin outnum <= 4'hE; end  
               8'b01110111: begin outnum <= 4'hD; end  
               default: begin outnum <= 4'hA; end  
            endcase
         end
      end
      endmodule
module random_num_gen(
    clk,
    rst,
    num1,
    num2,
    num3,
    num4
);
    input clk;
    input rst;
    output reg [3:0] num1;
    output reg [3:0] num2;
    output reg [3:0] num3;
    output reg [3:0] num4;
  	reg start = 1;
  	reg [4:0] data1;
  	wire feedback1 = data1[4] ^ data1[1];
  	reg [4:0] data2;
  	wire feedback2 = data2[3] ^ data2[1];
  	reg [4:0] data3;
 	wire feedback3 = data3[3] ^ data3[2];
  	reg [4:0] data4;
  	wire feedback4 = data4[4] ^ data4[2];
  	always @(posedge clk)
      if (rst && start) begin
        data1 <= 4'b1111;
        data2 <= 4'b1110;
        data3 <= 4'b1101;
        data4 <= 4'b1100;
        start = 0;
      end else begin
        data1 <= {data1[3:0], feedback1};
        data2 <= {data2[3:0], feedback2};
        data3 <= {data3[3:0], feedback3};
        data4 <= {data4[3:0], feedback4};
        if (data1 <= 4'd9) begin
          num1 <= data1;
        end
        if (data2 <= 4'd9) begin
          num2 <= data2;
        end
        if (data3 <= 4'd9) begin
          num3 <= data3;
        end
        if (data4 <= 4'd9) begin
          num4 <= data4;
        end
      end
endmodule
module randnum (
    clk,
    rst,
    randInt
);
  	input clk;
    input rst;
    output reg [15:0] randInt;
    wire [3:0] num1;
    wire [3:0] num2;
    wire [3:0] num3;
    wire [3:0] num4;
    random_num_gen rand_gen_mod(
        .clk(clk),
        .rst(rst),
        .num1(num1),
        .num2(num2),
        .num3(num3),
        .num4(num4)
    );
    reg [15:0] storeRand;
    always @(posedge clk) begin
        if (rst) begin
            storeRand = {num4,num3,num2,num1};
        end
        randInt <= storeRand;
    end
endmodule
module checkInput(
    userInt,
    randInt,
    correct
);
    input [15:0] userInt;
    input [15:0] randInt; 
    output reg correct;
    always @(*) begin
        if (userInt == randInt) begin
            correct <= 1;
        end else begin
            correct <= 0;
        end
    end
endmodule
module rst_debouncer (
    rst, 
    clk,
    rst_db
);
    input rst;
    input clk;
    output reg rst_db;
    reg delay = 0;
    reg [7:0] counter;
    always @(posedge clk) begin
        if (rst && ~delay) begin
            rst_db = 1;
            counter = 0;
        end else begin
            if (counter >= 135) begin
                rst_db = 0;
                delay = 0;
                counter = 0;
            end else begin
                counter = counter+1;
            end
        end
    end
endmodule
module phaseChange (
    rst,
    clk,
    displayPhase
);
    input rst;
    input clk;
    output reg displayPhase;
    reg [29:0] counter;
    always @(posedge clk) begin
        if (rst) begin
            displayPhase = 1;
            counter = 0;
        end else begin
            if (counter >= 500000000) begin
                displayPhase = 0;
                counter = 0;
            end else begin
                counter = counter+1;
            end
        end
    end
endmodule
```
**run.sh**
```bash
#!/bin/bash
# OpenROAD 26Q1-2900-gdf79404cd8, Yosys 0.63+post, stock flow scripts
make -C /OpenROAD-flow-scripts/flow DESIGN_CONFIG=/design/flow/config.mk WORK_HOME=/design/flow/orfs finish
```
**config.mk**
```make
export PLATFORM = sky130hd
export DESIGN_NAME = game
export DESIGN_NICKNAME = game
export VERILOG_FILES = /design/flow/design.v
export SDC_FILE = /design/flow/constraint.sdc
export NUM_CORES = 4
export LEC_CHECK = 1
export CORE_UTILIZATION = 40
```
**constraint.sdc**
```tcl
current_design game

set clk_period 3.8
set clk_io_pct 0.2

create_clock -name clk0 -period $clk_period [get_ports {clk}]

set non_clock_inputs [all_inputs -no_clocks]
set_input_delay [expr $clk_period * $clk_io_pct] -clock clk0 $non_clock_inputs
set_output_delay [expr $clk_period * $clk_io_pct] -clock clk0 [all_outputs]
```
==> results.tsv <==
metric	value	unit
dr.pass1.iters	5	
path_max_fanout	5	
cts_resized	0	
unclocked_pins	74	
clock-skew-final	0.0105	ns
cts.htree.levels	4	
yosys.area.top_type_share	24.8	%
num_rows	59	
synthMostInstantiatedCell	nor2_1	
pre_cts_slack	1.12	ns
coreArea	0.0262	mm²
areaGrowthSynthToFinish	9.98	%
leakage	4.38	nW
ys_area	0.0107	mm²
grt.overflow.total	0	
dieArea	0.0275	mm²
yosys-top-cells-area	dfxtp_1 (25%), edfxtp_1 (10%), dfrtp_1 (9.1%)	
async_flop_share	25.3	%
grt_pass1_vias	6667	
die_w	166	µm
ys_types	71	
worstMarginPinSlew	0.867	ns
routed_wl	18.2	mm
drt_iter0_markers	460	
track_usage	14.0	%
postCtsSetupRepairBufs	0	
edf_count	37	
holdWs	0.412	ns
yosys.area.top_type	dfxtp_1	
vias_per_cell	5.04	
vias	7243	
portBuffers	20	
io_pins	23	
stdcell_area	0.0118	mm²
yosys_cells	1082	
nFillCells	2390	
outcome	finished clean	
cts_buffer_depth	2	
startpoint_type	flop	
netlist_instances	1082	
synth_area	0.0107	mm²
fp_util	41.0	%
grt_pass1_wl	32.0	mm
diodes	0	
warnings	45	
crit_required	3.04	ns
fin_util	45.1	%
cp.arrival	2.32	ns
wl_per_cell	12.6	µm
flop_cell	dfxtp_1	
setup_violations	0	
remaining_drc_errors	0	
hold_viol	0	
antenna_found_initial	0	
worstSkewPairLatency	0.42	ns
path_clk_slew	0.06	ns
holdBufCountCts	0	
gp_congestion	0.835	
ant_nets	0	
timing.slew.headroom	41.7	%
rsz0062_at_grt	no	
layout_setup_ws	0.717	ns
endpoint_kind	primary output	
setup-tns-final	0	ns
hp-class	reg2reg	
crit_type	reg2out	
common_cells	nor2_1 (171), dfxtp_1 (133), xor2_1 (101), nand2_1 (64)	
cts_tree	yes	
cts_buffers	17	
ir_drop	0.000271	V
powerDensity	290	mW/mm²
hpwl	12.2	mm
dpl_cell_area	0.0113	mm²
die_y	166	µm
grt_max_degree	66	
drive_gt1_share	9.25	%
avgSynthCellArea	9.93	µm²
ys.flops	233	
untimed_endpoints	91	
cap_violations	0	
ff2ff_setup_slack	1.50	ns
finalClockPeriodUsage	81.1	%
maxSlewViolCount	0	
ys_warn_count	10	
max_freq	324	MHz
cts-root-buf	clkbuf_16	
period_needed	3.08	ns
final timing paths:
check	to	cells after the start	start
hold reg to reg	randnum_mod.randInt[15]	0	randnum_mod.rand_gen_mod.num4[3]
hold / removal	randnum_mod.randInt[15]	0	randnum_mod.rand_gen_mod.num4[3]
setup / recovery	an[1]	6	randnum_mod.randInt[0]
setup reg to reg	clockdiv_mod.fastCounter[25]	5	clockdiv_mod.fastCounter[16]
registers in the layout, summed over array words and instances, names as in the netlist, 4 cells and up:
register                              flops
display_mod.LED_BCD                       4
clockdiv_mod.fastCounter                 32
randnum_mod.randInt                      16
keyboard_decoder.curr_val                 4
keyboard_decoder.value                   16
phase_mod.counter                        30
randnum_mod.rand_gen_mod.data3            5
clockdiv_mod.blinkCounter                32
rst_db_mod.counter                        8
randnum_mod.rand_gen_mod.num4             4
randnum_mod.rand_gen_mod.num3             4
keyboard_decoder.pmodkpd.outnum           4
randnum_mod.rand_gen_mod.data2            5
randnum_mod.rand_gen_mod.data4            5
keyboard_decoder.collect_input_timer     32
randnum_mod.rand_gen_mod.data1            5
randnum_mod.rand_gen_mod.num2             4
randnum_mod.rand_gen_mod.num1             4
area by class of cell:
cell class,instances,area (µm²),area share (%)
Clock buffer,19,433,3.67
Clock inverter,13,121,1.03
Inverter,38,143,1.21
Multi-Input combinational cell,770,5080,43.0
Sequential cell,233,5340,45.2
Tap cell,335,419,3.55
Timing Repair Buffer,30,275,2.33
logic make-up after synthesis:
logic type      after synthesis  share of synthesized area (%)
mux                          24                           2.84
xor+xnor                    148                           12.1
latches                       4                          0.559
simple gates                494                           24.0
compound gates               75                           5.10
buf+inv                      80                           3.08
other cells                   1                         0.0349
flops                       229                           49.1
fa+ha+maj                    27                           3.15
worst max-delay path, stage by stage, from the launching register on:
cell             delay, ns
edfxtp_1              0.43
xor2_1                0.17
nor4_1                0.32
nand4_1               0.36
nand2_1               0.15
nand3b_1              0.08
clkdlybuf4s50_1       0.41
power by group:
group | internal [mW] | switching, mW
logic | 0.0310 | 0.0351
registers | 1.75 | 0.0166
clock network | 0.867 | 0.723
metrics by stage:
| step | std cells | total power, mW |
|---|---|---|
| 3_3_place_gp | 1406 | 1.87 |
| 2_1_floorplan | 1083 | 1.85 |
| 4_1_cts | 1438 | 3.47 |
| 3_5_place_dp | 1406 | 1.87 |
| 6_report | 1438 | 3.42 |
| 5_1_grt | 1438 | 3.55 |
layer usage:
| layer | up-vias | GRT usage, % | wire (µm) |
|---|---|---|---|
| met4 | 0 | 1.02 | 106 |
| met5 | - | 0 | 0 |
| met3 | 7 | 1.92 | 362 |
| li1 | 3788 | - | - |
| met2 | 66 | 22.4 | 8440 |
| met1 | 3382 | 21.8 | 9270 |
layout by cell type, fill, tap and decap left out, types with 6 or more instances in the layout:
master / instances
nor2_1: 171
dfxtp_1: 132
xor2_1: 101
nand2_1: 64
nand4_1: 56
nand3_1: 56
xnor2_1: 47
dfrtp_1: 39
inv_1: 37
edfxtp_1: 37
ha_1: 27
and3_1: 24
o21ai_0: 23
nor3_1: 20
clkdlybuf4s50_1: 20
dfstp_2: 20
nor4_1: 17
clkbuf_16: 17
and4_1: 15
nand2b_1: 15
mux2_2: 10
buf_4: 10
and2_1: 9
mux2_4: 8
a222oi_1: 8
nor4_2: 7
nor4b_1: 7
nor2b_1: 6
Power and IR drop assume default switching activity.
